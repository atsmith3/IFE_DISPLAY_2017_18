File: flow/config.mk
export PLATFORM = sky130hd
export DESIGN_NAME = registers
export DESIGN_NICKNAME = registers
export VERILOG_FILES = /design/flow/design.v
export SDC_FILE = /design/flow/constraint.sdc
export NUM_CORES = 4
export LEC_CHECK = 1
export CORE_AREA = 10 10 91 91
export DIE_AREA = 0 0 101 101
File: flow/constraint.sdc
current_design registers

set clk_period 1.0
set clk_io_pct 0.2

create_clock -name clk0 -period $clk_period [get_ports {clk}]

set non_clock_inputs [all_inputs -no_clocks]
set_input_delay [expr $clk_period * $clk_io_pct] -clock clk0 $non_clock_inputs
set_output_delay [expr $clk_period * $clk_io_pct] -clock clk0 [all_outputs]
File: flow/design.v
module registers(	input logic [2:0]addr, 
						input logic write, clk,
						input logic [7:0]data_in,
						output logic [7:0]speed, car_battery, err_code,
						output logic ready_to_drive, 
						output logic [1:0]disp_battery, gps_status);
	reg [7:0] 	speed_reg;
	reg 			ready_to_drive_reg;
	reg [7:0] 	car_battery_reg;
	reg [1:0] 	disp_battery_reg;
	reg [1:0]	gps_status_reg;
	reg [7:0]   err_code_reg;
	always_ff @ (posedge (clk))
	begin
		case (addr)
			3'b000: speed_reg <= data_in;
			3'b001: ready_to_drive_reg <= data_in[1];
			3'b010: car_battery_reg <= data_in;
			3'b011: disp_battery_reg <= data_in[1:0];
			3'b100: gps_status_reg <= data_in[1:0];
			3'b101: err_code_reg <= data_in;
			default;
		endcase
	end
	always_comb
	begin
		speed 			= speed_reg;
		ready_to_drive = ready_to_drive_reg;
		car_battery		= car_battery_reg;
		disp_battery	= disp_battery_reg;
		gps_status		= gps_status_reg;
		err_code			= err_code_reg;
	end
endmodule
File: flow/run.sh
#!/bin/bash
# OpenROAD 26Q1-2900-gdf79404cd8, Yosys 0.63+post, stock flow scripts
make -C /OpenROAD-flow-scripts/flow DESIGN_CONFIG=/design/flow/config.mk WORK_HOME=/design/flow/orfs finish
==> results.toml <==
# implementation run metrics
[global_routing]
grtUsageTotal_pct = 4.665
antenna_found_initial = 0
grt_max_degree = 10
grt_pass1_wl_um = 3491
overflow = 0
grt_pass1_vias = 591

[worst_setup_path]
worst_ep_required_time_ps = 800
cpLargestDelayFamily = "flip-flops"
worstPathArrival_ps = 760
critPathKind = "reg2out"
cp_slowest_stage_delay_ps = 360
crit_buf_inv = 1
cp-startpoint = "disp_battery_reg[0]"
crit_end = "disp_battery[0]"
end_kind = "primary output"
cpMaxStageDelayCell = "edfxtp_1"
path_depth = 1
path_cells = "buf_2"
path_max_fanout = 1
startpoint_type = "flip-flop"

[floorplanning]
dieArea_um2 = 10200
die_w_um = 101
coreArea_um2 = 6350
io_pins = 42
fp_util_pct = 14.46
row_count = 29
die_y_um = 101

[final_layout]
final_cells = 162
lay_top_count = "edfxtp_1"
fin_area_um2 = 1404
drive_gt1_share_pct = 49.41
layout_top_cells = "edfxtp_1, buf_2, clkdlybuf4s50_1, clkbuf_8"
final_util_pct = 22.11
syn_to_final_growth_pct = 52.86

[placed_design]
dp_cells = 154
gp_congestion = 0.8076
io_buffers = 40
place_area_um2 = 1440
dp_hpwl_um = 1863

[final_timing]
maxSlewHeadroom_pct = 83.85
rsz0062_at_grt = "yes"
fin_crit_sh_pct = 95.58
final.setup.tns_ps = 0
setup_violations = 0
clock.fmax_mhz = 1046
worst_pin_slew_ps = 242.2
hold_viol_final = 0
slew_viol_final = 0
fin_crit_ps = 955.8

[synthesis]
syn_area_per_cell_um2 = 26.24
synth.distinct_cells = 4
ys_seq_share_pct = 94.82
syn_area_um2 = 918.4
ys_warn_count = 1
yosys_cells = 35
ys_chip_area_um2 = 918.4
ys_seq_elements = 29
synth_cells = 35

[drt]
vias = 506
drt_iter0_drc = 11
diodes = 0
drc = 0
drt_pre_antenna_iters = 2
antenna_left = 0
wl_um = 2306
vias_per_cell = 3.123
post_drt_wl_per_cell_um = 14.23

[hold_path]
hold_path_class = "in2reg"

[cts]
cts_sinks = 29
htree_levels = 2
cts_made_buffers = 5
cts_tree = "yes"
cts_root_buffer = "clkbuf_8"
cts_buffer_depth = 2
path_clk_slew_ps = 60
cts_hold_buffers = 0

[power]
power.total_uw = 2665
ir_drop_mv = 0.6898
p_leak_uw = 0.0005130
power_density_nw_per_um2 = 1899

[job]
log.warning_count = 28
max_cap_violations = 0

[run_status]
status = "finished, final reports clean"
cells by family after synthesis:
kind of cell,synth area share (%)
DFF,94.82
and+or+nand+nor,5.177
metal layers:
metal / GRT usage [%] / vias to the layer above / wire [µm]
met2: 7.862 / 32 / 1137
met4: 0.5359 / 0 / 10
li1: - / 239 / -
met1: 4.389 / 233 / 755
met5: 0 / - / 0
met3: 3.881 / 2 / 402
through the flow:
step                hold slack, ps  setup WS, ps
floorplan                    298.9         13.33
global placement             824.8        -447.7
detailed placement           809.1        -517.4
CTS                          498.0        -71.62
global route                 516.6        -16.94
finish                       487.3         44.19
cells in the mapped netlist:
master	instances	area share (%)
edfxtp_1	29	95
nor3b_1	3	2.5
and3b_2	2	2.2
nor3_1	1	0.54
power by group:
group,total (µW),switching (µW),leakage (µW),internal [µW]
Sequential,1410,12.1,0.000266,1400
Clock,1110,381,0.0000528,733
Combinational,136,57.2,0.000194,79.2
Total,2670,451,0.000513,2210
worst min-delay path by stage:
stage / startpoint / depth (start not counted) / slack (ps) / to
after CTS: addr[2] / 2 / 500 / ready_to_drive_reg
after global routing: addr[1] / 2 / 520 / ready_to_drive_reg
final: addr[1] / 2 / 490 / ready_to_drive_reg
repair_timing:
item,in CTS,in global routing
buffers inserted,0,0
gates resized,96,2
pin swaps,1,0
setup endpoints to repair,58,23
cell type report:
cell class,count,area (µm²)
Clock inverter,2,33.78
Multi-Input combinational cell,6,62.56
Clock buffer,6,72.57
Sequential cell,29,870.8
Timing Repair Buffer,42,267.8
Fill cell,674,4946
Tap cell,77,96.34
Power and IR drop assume default switching activity.
