==> design.v <==
module  display_controller
( 
    input        Clk,        
                 Reset,      
    output logic hs,         
                 vs,         
                 pixel_clk,  
                 blank,      
                 sync,       
     output [9:0] DrawX,     
                  DrawY      
);
parameter [9:0] hpixels = 10'd524;
parameter [9:0] vlines = 10'd350;
logic [9:0] hc, vc;
logic clkdiv;
logic [2:0] clk_cnt, clk_cnt_next;
enum int unsigned {
    s_0,
    s_1,
    s_2,
    s_3,
    s_4,
    s_5,
    s_6,
	 s_7
} state_clk, next_state_clk;
logic display;
assign sync = 1'b0;
always_ff @ (posedge Clk) begin 
    state_clk <= next_state_clk;
end
always_comb begin
    clkdiv = 1'b0;
    if(state_clk == s_0 || state_clk == s_1 || state_clk == s_2)
        clkdiv = 1'b1;
end
always_comb begin
    next_state_clk = s_0;
    case(state_clk)
        s_0 : next_state_clk = s_1;
        s_1 : next_state_clk = s_2;
        s_2 : next_state_clk = s_3;
        s_3 : next_state_clk = s_4;
        s_4 : next_state_clk = s_5;
        s_5 : next_state_clk = s_6;
        s_6 : next_state_clk = s_0;
    endcase
end
always_ff @ (negedge clkdiv or posedge Reset) begin: counter_proc
    if(Reset) begin 
        hc <= 10'b0000000000;
        vc <= 10'b0000000000;
    end			
    else begin 
        if(hc == hpixels) begin 
            hc <= 10'b0000000000;
            if(vc == vlines)
                vc <= 10'b0000000000;
            else 
                vc <= (vc + 1'b1);
        end     
        else 
            hc <= (hc + 1'b1);   
    end
end 
assign DrawX = hc;
assign DrawY = vc;
always_ff @ (posedge Reset or negedge clkdiv) begin : hsync_proc
    if(Reset) 
        hs <= 1'b0;
    else begin  
        if((((hc + 1) >= 10'd520) & ((hc + 1) < 10'd521))) 
            hs <= 1'b0;
        else 
            hs <= 1'b1;
    end
end
always_ff @ (posedge Reset or negedge clkdiv) begin : vsync_proc
    if(Reset) 
        vs <= 1'b0;
    else begin
        if((vc + 1) == 10'd280) 
            vs <= 1'b0;
        else 
            vs <= 1'b1;
    end
end
always_comb begin 
    if((hc >= 10'd480) | (vc >= 10'd272)) 
        display = 1'b0;
    else 
        display = 1'b1;
end 
assign blank = display;
assign pixel_clk = clkdiv;
endmodule
==> run.sh <==
#!/bin/bash
# OpenROAD 26Q1-2900-gdf79404cd8, Yosys 0.63+post, stock flow scripts
make -C /OpenROAD-flow-scripts/flow DESIGN_CONFIG=/design/flow/config.mk WORK_HOME=/design/flow/orfs finish
==> config.mk <==
export PLATFORM = sky130hd
export DESIGN_NAME = display_controller
export DESIGN_NICKNAME = display_controller
export VERILOG_FILES = /design/flow/design.v
export SDC_FILE = /design/flow/constraint.sdc
export NUM_CORES = 4
export LEC_CHECK = 1
export CORE_UTILIZATION = 30
==> constraint.sdc <==
current_design display_controller

set clk_period 2.6
set clk_io_pct 0.2

create_clock -name clk0 -period $clk_period [get_ports {Clk}]

set non_clock_inputs [all_inputs -no_clocks]
set_input_delay [expr $clk_period * $clk_io_pct] -clock clk0 $non_clock_inputs
set_output_delay [expr $clk_period * $clk_io_pct] -clock clk0 [all_outputs]
==> notes.md <==
* **HPWL Detailed** 2280 microns
* **largest area contributor in the netlist** sky130_fd_sc_hd__dfrtn_1
* **post-synthesis instance area** 0.00149 sq mm
* **number of hold buffers added after CTS** 0
* **number of buffers between clock root and the deepest sink** 2
* **average via count per standard cell** 4.76
* **ao+oa area frac** 0.131
* **RD Place Congestion** 0.815
* **Top FF cell, synth** sky130_fd_sc_hd__dfrtn_1
* **Die Footprint** 0.00527 sq mm
* **TritonCTS clock tree** built
* **maximum cell stage delay along the critical path** 0.49 ns
* **required time at the worst-slack endpoint** 2.08 ns
* **Syn-to-layout area delta** 23.3%
* **static power due to leakage** 0.000727 uW
* **iteration tally of the first detailed-router pass** 4
* **Slew headroom** 0.588
* **CP Max Fanout** 5
* **post-synthesis cell count** 163
* **global-route wire length before repair** 5380 microns
* **share of async-settable or async-resettable flops after synthesis** 0.880
* **number of register pins that no clock reaches** 22
* **share of the yosys chip area belonging to registers** 0.409
* **Power Density** 102 mW/mm^2
* **VDD IR-drop max** 0.0909 mV
* **Slew Viols, Final** 0
* **area fraction in full adders, half adders and majority gates** 0.0503
* **number of H-tree levels** 1
* **fraction of post-synthesis cell area in the top cell type by area** 0.369
* **worst hold stages** 1
* **final clock skew** 0.00233 ns
* **Mean Syn Cell Area** 9.17 sq um
* **cell with the largest stage delay on the worst path** sky130_fd_sc_hd__clkdlybuf4s50_1
* **Max-Cap Viols** 0
* **TritonCTS Buffers** 3
* **initial drt markers** 40
* **Core Density at Floorplan** 0.314
* **sum of overflow across all layers after global routing** 0
* **combinational cell area excluding buffers and inverters** 803 sq um
* **via count of the first global-routing pass** 1123
* **Antenna Nets Post-Route** 0
* **cell resize tally after clock tree synthesis** 0
* **final worst path period share** 0.670
* **post-route core utilization** 0.387
* **top comb family, area** simple AND/OR/NAND/NOR gates
* **number of post-CTS setup repair buffers** 0
* **number of antenna repair diodes** 0
* **worst min-delay path category** register to register
* **Setup Viol. Count Final** 0
* **number of synthesized register bits** 25
* **DP Worst Slack** 1.08 ns
* **maximum number of pins on one net before global-route repair** 23
* **total vias in the final route** 1200
* **Filler Cells Inserted** 505
* **multiplexer fraction of the synthesized cell area** 0.0209
* **storage element area** 611 sq um
* **die height** 72.6 microns
* **average routed wire per standard cell** 12.2 microns
* **largest cells by area after synthesis** sky130_fd_sc_hd__dfrtn_1 (37%), sky130_fd_sc_hd__ha_1 (5.0%), sky130_fd_sc_hd__xnor2_1 (4.7%)
* **cell depth of the worst flop-to-flop path** 1
* **arrival time of data at the critical path endpoint** 1.22 ns
* **tally of unique sky130hd cells used after synthesis** 50
* **yosys cell count** 163
* **number of enable flip-flop cells** 0
* **area of the core region** 0.00475 sq mm
* **number of unconstrained endpoints** 45
* **critical path endpoint category** output port
* **cells along the critical path** a21oi_1 -> clkdlybuf4s50_1
* **YS chip area** 0.00149 sq mm
* **number of port buffers** 25
* **post-route setup TNS** 0 ns
* **minimum clock period after layout** 1.74 ns
* **hold violation total from the final report** 0
* **GRT Total Usage** 0.134
* **antenna violations before repair** 0
* **Basic Gates by Area** 0.251
* **horizontal die dimension** 72.6 microns
* **placed instance area** 0.00180 sq mm
* **layout cell share with drive strength beyond 1** 0.0486
* **setup repair after global routing missed its margin** false
* **wire length after detailed routing** 3080 microns
* **upper clock frequency limit** 574 MHz
* **Insertion Delay late pin** 0.21 ns
* **cell at the root of the clock tree** sky130_fd_sc_hd__clkbuf_8
* **tool warning count** 30
* **kind of start point of the critical path** register
* **Worst Slack Setup Final** 0.858 ns
* **transition at the pin with the smallest max-transition slack** 0.609 ns
* **number of warnings issued by yosys** 1
* **drc violations** 0
* **standard-cell row count** 25
* **xor+xnor area frac** 0.0821
* **path type of the worst setup path** register to output port
* **clock slew seen by the registers of the worst setup and hold paths** 0.03 ns
* **run status** finished, final reports clean
* **io pins** 27
* **finished layout cell area** 0.00184 sq mm
## placed cells by master, fill, tap and decap left out, types with 5 or more instances in the layout
cell	count
sky130_fd_sc_hd__clkdlybuf4s50_1	25
sky130_fd_sc_hd__o21ai_0	5
sky130_fd_sc_hd__nand2_1	18
sky130_fd_sc_hd__xnor2_1	8
sky130_fd_sc_hd__nor2_1	10
sky130_fd_sc_hd__inv_1	9
sky130_fd_sc_hd__ha_1	6
sky130_fd_sc_hd__xor2_1	6
sky130_fd_sc_hd__dfrtn_1	22
## where the power goes
part	total [uW]	internal, uW	switching [uW]
sequential	46.3	46.3	0
clock	132	104	27.9
combinational	9.32	2.41	6.91
## sequential cells by signal (all words and copies together), names as in the netlist
name and count:
vc 10, vs 1, state_clk 3, hc 10, hs 1
## worst paths after layout
check / from / end / slack (ns)
max: state_clk[0] / pixel_clk / 0.86
max reg2reg: state_clk[1] / state_clk[1] / 1.76
min: state_clk[0] / state_clk[0] / 0.48
min reg2reg: state_clk[0] / state_clk[0] / 0.48
## cells by family (layout without fill, tap and decap cells)
group	Yosys count	in the layout
multiplexers	3	3
AND/OR/NAND/NOR	68	68
XOR/XNOR	14	14
adder cells (fa/ha/maj)	6	6
flip-flops	25	25
buffers and inverters	18	40
other	1	1
AND-OR/OR-AND	28	28
## worst max-delay path: cells and delay by family, from the launching register on
family	cells	cell delay, ns
buffers and inverters	1	0.49
AND-OR/OR-AND	1	0.20
flip-flops	1	0.33
## cells in the mapped netlist, drive strengths merged (3+ instances only)
master	instances
a21oi	4
a31oi	4
and2	3
and3	4
and4	3
buf	8
dfrtn	22
dfxtp	3
ha	6
inv	9
nand2	18
nand3	5
nand4	4
nor2	10
nor3	4
o21ai	5
xnor2	8
xor2	6
## per-layer routing
metal / part of all wire / vias up / routed length (microns) / track usage
li1: - / 624 / - / -
met1: 0.53 / 560 / 1630 / 0.207
met2: 0.43 / 14 / 1320 / 0.205
met3: 0.030 / 2 / 92 / 0.0282
met4: 0.012 / 0 / 38 / 0.0153
met5: 0 / - / 0 / 0
## metrics by stage
stage               instances  hold slack (ns)  power, uW
finish                    252            0.479        188
global placement          248            0.457       57.3
CTS                       252            0.482        194
detailed placement        248            0.473       57.2
floorplan                 163            0.447       53.1
global route              252            0.524        198
## layout make-up
type / count / share of cell area
Multi-Input combinational cell: 120 / 0.436
Sequential cell: 25 / 0.332
Timing Repair Buffer: 27 / 0.144
Tap cell: 67 / 0.0455
Clock buffer: 4 / 0.0245
Inverter: 9 / 0.0183
Power figures rest on the tool's default switching activity, not on a simulated workload.
